## /design/flow/design.v

```verilog
package MicroAddress;
    typedef enum logic[1:0] {
        noneCommand,
        resetCommand,
        incrementCommand,
        loadCommand
    } Command;
    localparam resetAddress = 24'h0000_0000_0000;
    localparam addressIncrementStep = 24'd1;
    typedef logic[23:0] Address;
endpackage : MicroAddress
module StatusLeds
    (
        input clk,
        input idle,
        input reset,
        output reg [5:0] led
    );
    localparam idleCycleTime = 23'd5_000_000;
    localparam right = 1'b0;
    localparam left = 1'b1;
    reg [22:0] counter;
    reg direction;
    always @(posedge clk, posedge reset) begin
        if (reset)
            counter <= 0;
        else if (counter == idleCycleTime)
            counter <= 0;
        else
            counter <= counter + 23'd1;
    end
    always @(posedge clk, posedge reset) begin
        if (reset) begin
            direction <= right;
            led[5:0] <= 6'b011111;
        end else if (counter == idleCycleTime) begin
            if (direction == right) begin
                if (led[5] == 1)
                    led[5:0] <= {led[4:0], led[5]};
                else begin
                    direction <= left;
                    led[5:0] <= {led[0], led[5:1]};
                end
            end else begin
                if (led[0] == 1)
                    led[5:0] <= {led[0], led[5:1]};
                else begin
                    direction <= right;
                    led[5:0] <= {led[4:0], led[5]};
                end
            end
        end else
            led <= led;
    end
endmodule
```

## /design/flow/run.sh

```bash
#!/bin/bash
# OpenROAD 26Q1-2900-gdf79404cd8, Yosys 0.63+post, stock flow scripts
make -C /OpenROAD-flow-scripts/flow DESIGN_CONFIG=/design/flow/config.mk WORK_HOME=/design/flow/orfs finish
```

## /design/flow/config.mk

```make
export PLATFORM = sky130hd
export DESIGN_NAME = StatusLeds
export DESIGN_NICKNAME = StatusLeds
export VERILOG_FILES = /design/flow/design.v
export SDC_FILE = /design/flow/constraint.sdc
export NUM_CORES = 4
export LEC_CHECK = 1
export CORE_AREA = 10 10 114 114
export DIE_AREA = 0 0 124 124
```

## /design/flow/constraint.sdc

```tcl
current_design StatusLeds

set clk_period 3.3
set clk_io_pct 0.2

create_clock -name clk0 -period $clk_period [get_ports {clk}]

set non_clock_inputs [all_inputs -no_clocks]
set_input_delay [expr $clk_period * $clk_io_pct] -clock clk0 $non_clock_inputs
set_output_delay [expr $clk_period * $clk_io_pct] -clock clk0 [all_outputs]
```

==> GITHUB_STEP_SUMMARY <==
## Synthesis and layout report

| Metric | Value |
|---|---|
| Outcome | `finished clean` |
| Power per cell area | `about 370 mW/mm^2` |
| YS chip area | `~0.0015 sq mm` |
| WP depth | `7` |
| Leak pwr | `roughly 0.68 nW` |
| Internal power | `between 0.5 and 0.6 mW` |
| Routability cong. | `about 0.76` |
| DRC | `0` |
| Wirelength per Cell | `just under 10 microns` |
| Crit path DAT | `approximately 2400 ps` |
| Synth Instances | `145` |
| Critical path's top delay family | `simple AND/OR/NAND/NOR gates` |
| Most common cell in the synthesized netlist | `dfrtp_1` |
| Flop pwr share | `a little over half` |
| Grt met2 use | `under 10%` |
| Antenna diode count | `0` |
| Post-route non-filler standard cell count | `296` |
| Number of synthesis warnings | `1` |
| Area Overhead vs Synth | `22.1%` |
| Clock Tree Buf Depth | `2` |
| Clock share of power | `about 44%` |
| Die Width | `roughly 120 microns` |
| # rows | `37` |
| TNS Setup | `0 ps` |
| Crit path capture type | `flip-flop` |
| # setup viols final | `0` |
| Worst Reg-to-Reg Cells | `7` |
| Grt peak-use layer | `met2` |
| WP buf/inv | `2` |
| CP startpoint kind | `flip-flop` |
| Crit path cell chain | `inv_1 > ha_1 > nor4b_1 > nand4_1 > nor2_1 > buf_4 > a211oi_1` |
| Via count | `approximately 1,100` |
| R2r setup slk | `1060 ps` |
| Num CTS Buffers | `5` |
| Pin count of the biggest net entering global routing | `31` |
| Number of enable flip-flop cells | `0` |
| Worst hold path stage count | `1` |
| Combinational share of power | `approximately 1.3%` |
| Post-layout worst setup margin | `approximately 1100 ps` |
| Drt via density | `around 3.7` |
| DRT Pass-1 Iters | `4` |
| Number of hold buffers added after CTS | `0` |
| Worst vdd ir | `around 220 uV` |
| Clk latency late pin | `between 200 and 300 ps` |
| Sw Share | `20.5%` |
| Slowest cell on the critical path | `nor2_1` |
| Hold WC Path Type | `flip-flop to flip-flop` |
| CTS tree | `yes` |
| Max incr delay on CP | `between 400 and 500 ps` |
| Area leader share | `between 40% and 50%` |
| Placed Cells | `around 290` |
| Init Core Util | `14.5%` |
| Die Area | `roughly 0.015 sq mm` |
| Worst Path Max Fanout | `10` |
| Switching pwr | `~0.14 mW` |
| Drt total wl | `around 2900 microns` |
| Grt met1 use | `under 10%` |
| Final Hold Fails | `0` |
| Clk_skew | `2.39 ps` |
| Tool Warnings | `27` |
| Yosys top cell by area | `dfrtp_1` |
| Filler cell count | `~1,100` |
| Post-DP HPWL | `1970 microns` |
| Critical Path RT | `3430 ps` |
| Max-slew violation count | `0` |
| Total grt overflow | `0` |
| DRT antenna net count | `0` |
| Worst slew pin tran | `about 570 ps` |
| Synthesized cell area | `0.00151 sq mm` |
| DR iter-0 viols | `138` |
| Max cap viols | `0` |
| Vias in the first global route | `around 1,100` |
| Netlist cell types | `37` |
| Die Y | `124 microns` |
| Number of cells in Yosys stat | `145` |
| PostCTS Resize Cnt | `0` |
| Worst slack, placed | `about 1100 ps` |
| Final period util | `about two thirds` |
| Ports | `9` |
| Total Routing Usage GR | `just under 4%` |
| First-pass GRT wire length | `between 5000 and 6000 microns` |
| Maximum operating frequency | `446 MHz` |
| Root Driver | `clkbuf_8` |
| Synth Seq Share | `~50%` |
| PortBufs | `7` |
| Proportion of layout cells with a drive suffix above 1 | `between 10% and 20%` |
| Final min period | `between 2000 and 2500 ps` |
| Syn avg cell area | `around 10 sq um` |
| Setup bufs post-CTS | `0` |
| Initial antenna violation count | `0` |
| RSZ-0062 raised after global routing | `false` |
| Synth top area cells | `dfrtp_1, dfstp_2, xnor2_1` |
| Num Clock Sinks | `30` |
| Final Util | `between 10% and 20%` |
| Ys async rst share | `100%` |
| Clock transition at the registers of the reported paths | `60 ps` |
| Kind of critical path | `flip-flop to flip-flop` |
| Commonest cells in the netlist | `dfrtp_1, nor2_1, xnor2_1, nand2_1, o21ai_0` |
| Ys flop type | `dfrtp_1` |
| FF+latch count, synth | `30` |
| Met3 Use GR | `less than 1%` |
| Max-slew headroom | `about three fifths` |
| H-tree depth | `2` |
| Core ar. | `0.0104 sq mm` |
==> through the flow <==
stage          hold slack [ps]  instance area [sq um]  power (mW)
2_1_floorplan              461                   1510       0.380
5_1_grt                    511                   1840       0.706
3_5_place_dp               485                   1750       0.384
6_report                   502                   1840       0.677
4_1_cts                    501                   1840       0.689
3_3_place_gp               478                   1750       0.385
==> cell usage in the layout, fill, tap and decap left out, types with 2 or more instances in the layout <==
master,n
and4_1,2
nand3_1,7
xor2_1,3
nor3_1,4
o21ai_0,8
ha_1,2
xnor2_1,15
nand2b_1,3
nand4_1,5
nor4b_1,3
nand2_1,8
a211oi_1,2
clkdlybuf4s50_1,7
clkbuf_8,6
inv_1,7
a2bb2oi_1,2
dfstp_2,5
dfrtp_1,25
a21oi_1,5
and3_1,3
nor4_1,2
and2_1,2
nor2_1,15
mux2i_1,2
buf_4,2
==> worst paths after layout <==
path | from | end
min in group asynchronous | reset | counter[10]
max in group asynchronous | reset | led[4]
worst min-delay path | counter[17] | counter[17]
worst max-delay path | counter[0] | counter[19]
worst min register to register | counter[17] | counter[17]
worst max register to register | counter[0] | counter[19]
==> per-layer routing <==
layer	share of wire (%)	wire, microns
met1	48	1390
met2	47	1350
met3	2.5	72
met4	2.1	60
met5	0	0
==> worst reg2reg max path, stage by stage, from the launching register on <==
cell      delay, ps
dfrtp_1         450
inv_1            90
ha_1            140
nor4b_1         240
nand4_1         390
nor2_1          480
buf_4           250
a211oi_1         60
==> layout make-up <==
class                   instances  area (sq um)  share of cell area, %
clock buffers                   7          86.3                   4.68
flip-flops and latches         30           757                   41.0
clock inverters                 1          5.00                  0.271
repair buffers                  9          85.1                   4.61
well taps                     136           170                   9.23
inverters                       7          26.3                   1.42
multi-input cells             106           714                   38.7
==> flip-flops by register name, indices dropped and copies added, names as in the netlist <==
register / count
direction: 1
led: 6
counter: 23
==> power by group through the flow <==
stage / Combinational (mW) / Sequential [mW] / Clock [mW]
after CTS: 0.00990 / 0.368 / 0.311
after global routing: 0.0108 / 0.368 / 0.327
final: 0.00899 / 0.368 / 0.300
==> cell families (layout without fill, tap and decap cells) <==
family / after synthesis / after routing / synth area share, %
flip-flops: 30 / 30 / 50.1
XOR/XNOR: 18 / 18 / 10.4
AND/OR/NAND/NOR: 62 / 62 / 24.1
buffers and inverters: 9 / 24 / 2.57
multiplexers: 2 / 2 / 1.33
AND-OR/OR-AND: 22 / 22 / 9.78
adder cells (fa/ha/maj): 2 / 2 / 1.66
Power and IR drop assume default switching activity.
